`flow/config.mk`:
```
export PLATFORM = sky130hd
export DESIGN_NAME = MulFile
export DESIGN_NICKNAME = MulFile
export VERILOG_FILES = /design/flow/design.v
export SDC_FILE = /design/flow/constraint.sdc
export NUM_CORES = 4
export LEC_CHECK = 1
export CORE_AREA = 10 10 95 95
export DIE_AREA = 0 0 105 105
```
`flow/constraint.sdc`:
```
current_design MulFile

set clk_period 1.0
set clk_io_pct 0.2

create_clock -name clk0 -period $clk_period [get_ports {Clock}]

set non_clock_inputs [all_inputs -no_clocks]
set_input_delay [expr $clk_period * $clk_io_pct] -clock clk0 $non_clock_inputs
set_output_delay [expr $clk_period * $clk_io_pct] -clock clk0 [all_outputs]
```
`flow/design.v`:
```
`timescale 1ns / 1ps
module MulFile(
        input wire[47:0] WriteMul,
        input wire Mulwrite,
        input wire Clock,
        output wire[47:0] ReadMul
    );
    reg[47:0] Register;
    initial
    begin
    Register <= 47'd0;
    end
     always @(posedge Clock)
     begin
     Register <= WriteMul;
     end
     assign ReadMul = Register;
endmodule
```
`flow/run.sh`:
```
#!/bin/bash
# OpenROAD 26Q1-2900-gdf79404cd8, Yosys 0.63+post, stock flow scripts
make -C /OpenROAD-flow-scripts/flow DESIGN_CONFIG=/design/flow/config.mk WORK_HOME=/design/flow/orfs finish
```
==> results.toml <==
# flow metrics
[routing]
met2_length_mm = 1.74
wirelength_met1_mm = 1.09
drc = 0
post_drt_via_cell_ratio = 3.00
vias = 744
route.antenna.remaining_nets = 0
wl_per_cell_um = 13.2
detailroute.wirelength.met3_um = 370
wl_mm = 3.28
drt_first_pass_iters = 2
number_of_drc_markers_after_the_initial_detailed_route_iteration = 9
top_metal_layer_carrying_routed_signals = "met4"

[synthesis]
netlist_instances = 48
postSynthRegisterBits = 48
ys_cells = 48
yosysMostFrequentCell = "dfxtp_1"
synthArstFlopShare_pct = 0
postSynthAreaPerCell_um2 = 20.0
synth.lib_cells_used.distinct = 1
netlist.area_leader.share_pct = 100
postSynth.topFlopCell = "dfxtp_1"
area_reported_by_yosys_stat_um2 = 961
enable_flop_cells = 0
synth_area_leader_cell = "dfxtp_1"
synth_area_um2 = 961
synth.cells.most_frequent = "48 x dfxtp_1"
yosysSeqAreaShare_pct = 100
synth.area.top_cells = "dfxtp_1 100%"
yosysWarningCount = 1

[clocking]
cts_inserted_buffers = 5
ctsResizeCount = 122
post_cts_buffers = 0
ctsRootBufferMaster = "clkbuf_8"
worst_setup_hold_path_clk_slew_ps = 80
cts_buffer_depth = 2
cts-htree-levels = 2
cts_hold_repair.buffers = 0
tritoncts_num_sinks = 48
tritoncts = "yes"

[setup_path]
timing.critical_path.max_delay_family = "flip-flops"
critical_path.slowest_cell = "dfxtp_1"
cp_data_required_time_ps = 800
timing.critical_path.fanout_max = 1
setup.worst_path.start_class = "register"
timing.critical_path.to_type = "output port"
critPathKind = "register to output port"
crit_path_cell_trace = "buf_2"
critical_path_arrival_ps = 700
timing.critical_path.buf_inv = 1
crit_path_max_incr_delay_ps = 300

[global_route]
grt_antenna_before_repair = 1
grt_pass1_vias = 791
grt.overflow.total = 0
pin_count_of_the_biggest_net_entering_global_routing = 14
global_route_wire_length_before_repair_mm = 4.91
global_route.usage.total_pct = 5.67

[floorplanning]
std_cell_rows = 30
floorplan.die_area_um2 = 11000
design.portCount = 98
die_y_um = 105
floorplanUtilization_pct = 13.9
die_w_um = 105
core_um2 = 6910

[final_timing]
tightestPinTransition_ps = 83.2
timing.final.max_slew_violations = 0
max_slew_margin_pct = 94.5
timing.hold.ws_ps = 338
finalHoldViolations = 0
finalClockPeriodUsage_pct = 90.3
setup_viol = 0
fin_setup_tns_ps = 0
finalCriticalPeriod_ps = 903
grt_setup_unrepaired = "false"
maxClockFrequency_mhz = 1110

[power]
p_per_area_nw_per_um2 = 1830
power.net_switching_w = 0.000655
cell_internal_pwr_w = 0.00286
peakVddDrop_uv = 564
relative_contribution_of_combinational_cells_to_total_power_pct = 7.6
power_frac_seq_pct = 58.0
power.leakage_nw = 0.837
p_clk_share_pct = 34.4
switching_part_of_the_total_pct = 18.6

[job]
warning_count = 26
max_cap_violations = 0

[finish]
largest_registers = "Register (48)"
comb.multi_input.count = 0
multiInputGateArea_um2 = 0
flip_flop_count_of_the_largest_register_all_copies_and_words_added = 48
final_layout_size_suffix_gt1_share_pct = 43.7
largest_register = "Register"
flow.area_growth_from_synthesis_pct = 99.2

[placed_design]
port_buffers = 96
gp_routability_congestion = 0.689

[worst_hold_path]
hold_path.class = "primary input to register"

[status]
outcome = "finished clean"
layer usage:
metal | GRT usage [%] | vias to the layer above
met5 | 0 | -
met1 | 5.59 | 346
met3 | 3.17 | 6
met2 | 10.1 | 42
met4 | 1.27 | 0
li1 | - | 350
power groups by stage:
stage | logic, W | clock network (W) | registers, W
CTS | 0.000301 | 0.00129 | 0.00203
global route | 0.000291 | 0.00137 | 0.00205
finish | 0.000266 | 0.00121 | 0.00204
final cells by class:
cell class / count / area (um2)
Clock buffer: 7 / 96.3
Sequential cell: 48 / 975
Fill cell: 741 / 4990
Antenna cell: 1 / 2.50
Timing Repair Buffer: 96 / 721
Tap cell: 96 / 120
through the flow:
stage	setup slack [ps]	util (%)	power, W	cell area, um2	cells
after CTS	0.0326	29.2	0.00362	2020	247
final	96.9	27.7	0.00351	1910	248
after global placement	18.8	29.6	0.00245	2040	240
after detailed placement	17.5	29.6	0.00245	2040	240
after floorplan	538	-	0.00205	961	48
after global routing	44.6	27.7	0.00371	1910	247
placed cells by master (no fill, tap or decap):
cell / synthesis / final
clkdlybuf4s50_1: 0 / 48
clkbuf_8: 0 / 7
diode_2: 0 / 1
dfxtp_1: 48 / 37
clkbuf_2: 0 / 24
dfxtp_2: 0 / 11
buf_2: 0 / 24
cell families (layout without fill, tap and decap cells):
family       count (synthesis)  in the layout  share of synthesized area (%)
buf+inv                      0            103                              0
flops                       48             48                            100
other cells                  0              1                              0
final timing paths:
| check | cells after the start | endpoint | startpoint |
|---|---|---|---|
| hold / removal | 1 | Register[11]$_DFF_P_ | WriteMul[11] |
| setup / recovery | 1 | ReadMul[45] | Register[45]$_DFF_P_ |
Power and IR drop assume default switching activity.
