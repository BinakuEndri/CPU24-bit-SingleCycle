===== flow/design.v =====
`timescale 1ns / 1ps
module RegisterFile(
        input wire[3:0] RS,
        input wire[3:0] RT,
        input wire[3:0] RD,
        input wire[23:0] WriteData,
        input wire Regwrite,
        input wire Clock,
        output wire[23:0] ReadRS,
        output wire[23:0] ReadRT
    );
    reg[23:0] Registers[15:0];
    integer i;
    initial
    begin
    for(i=0; i < 16 ; i= i+1)
        Registers[i] <= 24'd0;
     end
     always @(posedge Clock)
     begin
     if(Regwrite)
     begin
           Registers[RD] <= WriteData;
     end
     end
     assign ReadRS = Registers[RS];
     assign ReadRT = Registers[RT];  
endmodule

===== flow/run.sh =====
#!/bin/bash
# OpenROAD 26Q1-2900-gdf79404cd8, Yosys 0.63+post, stock flow scripts
make -C /OpenROAD-flow-scripts/flow DESIGN_CONFIG=/design/flow/config.mk WORK_HOME=/design/flow/orfs finish

===== flow/config.mk =====
export PLATFORM = sky130hd
export DESIGN_NAME = RegisterFile
export DESIGN_NICKNAME = RegisterFile
export VERILOG_FILES = /design/flow/design.v
export SDC_FILE = /design/flow/constraint.sdc
export NUM_CORES = 4
export LEC_CHECK = 1
export CORE_UTILIZATION = 40

===== flow/constraint.sdc =====
current_design RegisterFile

set clk_period 4.8
set clk_io_pct 0.2

create_clock -name clk0 -period $clk_period [get_ports {Clock}]

set non_clock_inputs [all_inputs -no_clocks]
set_input_delay [expr $clk_period * $clk_io_pct] -clock clk0 $non_clock_inputs
set_output_delay [expr $clk_period * $clk_io_pct] -clock clk0 [all_outputs]

==> git commit body <==
Update PnR metrics after Yosys + OpenROAD run

* Routability congestion estimate: 0.8163
* DR DRC count: 0
- The floorplan step defined a die boundary enclosing between 40000 and 50000 sq um.
- Based on the critical path, the design can be clocked at up to approximately 0.25 GHz.
- The most common logic cells in the final layout are 384 x edfxtp_1, 192 x mux4_2, 96 x a22oi_1.
- Final worst-path setup slack: between 0.7 and 0.8 ns
* Dominant cell type by area after synthesis: edfxtp_1
* Site row count: 75
- Looking at the worst setup and hold paths, the clock pins of their registers show a slew of about 0.06 ns.
- Setup violations remaining at the end of the flow were counted as 0.
- ANT nets after route: 0
- No sink is reached through more buffers than the 3 on the longest clock path.
- Once detailed placement completed, the half-perimeter wirelength came to around 26000 microns.
- TritonCTS built the clock tree.
- Area fraction of the dominant cell type after synthesis: 0.6681
* Setup Total Neg Slack: 0 ns
- Routed wire length: about 44000 microns
- Die span in x: 209.7 microns
* Post-layout min period: 4.025 ns
- The number of cells reported by Yosys stat comes to around 820.
- For the pin with the worst max-slew slack, the measured transition is between 0.8 and 0.9 ns.
* Summed instance area of the synthesized netlist: roughly 17000 sq um
- In the global route stage, overall resource usage came out at 0.2254.
- After clock tree synthesis, the repair step resized 0 gates.
* Max FFs per register: ~380
* Overflow left after global routing: 0
- Fill count: 3389
* Cells after synthesis: between 800 and 900
* Endpoint kind of the worst setup timing path: output pin
- Count of H-tree levels built during CTS: 2
- Per the final timing report, the hold violations number 0.
* Signal arrival time at the worst endpoint: approximately 3.1 ns
- Distinct cell type count of the synthesized netlist: 15
- 1st-pass router iterations: 5
- The critical path maximum fanout is 9.
- Per the placement log, port buffering inserted between 80 and 90 buffers.
* Unrepaired setup endpoints after global routing: no
* Required @ worst endpoint: between 3 and 4 ns
* Core utilization before placement: 0.4087
- Worst setup slack after placement: around 0.7 ns
- Biggest area contributors in the synthesized netlist: edfxtp_1 67%, mux4_2 25%, a22oi_1 4.2%, nand2_1 1.1%, clkbuf_1 0.76%
* Global-route wire length before repair: approximately 64000 microns
* Ratio of cells with drive above 1 in the final layout: 0.3285
- Pin placement for this block handled approximately 86 I/O pins.
* TritonCTS Sinks: 384
- In this run the VDD rail shows a maximum IR drop of between 0.0002 and 0.00025 V.
- The initial antenna violation count is 1.
- Among logic cells in the layout, the one with the most instances is edfxtp_1.
- Ant diodes: 0
- The routed design shows a wire length per standard cell of about 30 microns.
* Max_cap viols: 0
- The root buffer cell chosen for the clock tree is clkbuf_16.
- The largest registers in the layout are Registers: 384 flops.
- The path class of the tightest hold or removal check is in -> reg.
- Hold WS: about 1.3 ns
* Count of yosys warnings during synthesis: 1
- In this run the tightest slew margin relative to its limit is 0.4194.
- Hold-fix buffers, CTS: 0
- The area growth from synthesis to layout is 17.70%.
- Startpoint Class: input pin
- Mean area per synthesized cell: around 21 sq um
- Largest reg by FF count: Registers
- Entering global routing, the biggest net connects 34 pins.
- Chip Area, Yosys: about 17000 sq um
- The synthesis stat section lists a flop and latch total of between 300 and 400.
- The logs give a warning total of 25.
- Area of the core region: about 42000 sq um
* Start-to-end type of the worst setup path: in -> out
- Final count of pins violating max slew: 0
- Violation count after the first detailed-route iteration: about 570
- Number of buffers created by CTS: about 42
- Mean number of vias per cell: between 6 and 7
- Portion of the post-synthesis area used by sequential elements: 0.6681
- Final cycle utilization of the critical path: 0.8385
- The flow ran to the end, and the final reports show no timing, DRC or antenna violations.
* Leakage power total: ~6.4 nW
* Via count of the routed design: slightly above 9000
- Pwr per Cell Area: 364.8 nW/um^2
* Die Span Y: about 210 microns
* Postcts setup bufs: 0
- Vias in the first global route: a little over 10000
-- final timing paths --
check	from	end	slack, ns	depth (start not counted)
worst min-delay path	WriteData[9]	Registers[12][9]	1.35	1
worst max-delay path	RS[2]	ReadRS[20]	0.77	6
-- layout make-up --
| type | instances | area [sq um] | share of cell area |
|---|---|---|---|
| sequential | 384 | 11530 | 0.5676 |
| multi-input combinational | 367 | 5535 | 0.2725 |
| timing repair buffer | 130 | 1336 | 0.06578 |
| clock buffer | 56 | 1125 | 0.05537 |
| tap | 539 | 674.4 | 0.03320 |
| clock inverter | 19 | 113.9 | 0.005604 |
-- critical path, cell delays in order --
cell	delay [ns]
clkdlybuf4s50_1	0.60
nor2b_4	0.48
buf_4	0.31
a22oi_1	0.14
nand2_1	0.11
clkdlybuf4s50_1	0.46
-- metal layers --
| metal | global-route usage | vias to the layer above | part of all wire |
|---|---|---|---|
| li1 | - | 3824 | - |
| met1 | 0.2909 | 4616 | 0.33 |
| met4 | 0.03901 | 2 | 0.019 |
| met3 | 0.1574 | 65 | 0.16 |
| met5 | 0.002225 | - | 0.00025 |
| met2 | 0.3352 | 596 | 0.49 |
-- stage by stage --
| stage | power, W | util | cells | area (sq um) |
|---|---|---|---|---|
| finish | 0.007411 | 0.4811 | 1495 | 20320 |
| global route | 0.007642 | 0.4811 | 1495 | 20320 |
| CTS | 0.007468 | 0.4811 | 1495 | 20320 |
| detailed placement | 0.004542 | 0.4518 | 1420 | 19080 |
| global placement | 0.004538 | 0.4518 | 1420 | 19080 |
| floorplan | 0.004211 | - | 817 | 17260 |
-- Yosys cell counts --
library cell and n:
or3b_2 1, nand2b_1 2, nor2b_1 4, edfxtp_1 384, and2_1 2, mux4_2 192, nand2_1 49, clkbuf_1 35
nor2_1 14, buf_2 21, nand3b_1 2, a22oi_1 96, nand3_1 1, nor3_1 4, buf_6 10
-- kinds of logic after synthesis --
| logic type | after synthesis | share of synthesized area |
|---|---|---|
| flip-flops | 384 | 0.6681 |
| multiplexers | 192 | 0.2505 |
| AND-OR/OR-AND | 96 | 0.04175 |
| AND/OR/NAND/NOR | 79 | 0.01943 |
| buffers and inverters | 66 | 0.02023 |
-- where the power goes --
group	internal [W]	leakage (nW)	switching [W]
logic	0.000346	2.30	0.000329
registers	0.00376	3.47	0.0000246
clock network	0.00169	0.595	0.00126
total	0.00580	6.36	0.00161
Power and IR drop assume default switching activity.
