--- flow/run.sh ---
#!/bin/bash
# OpenROAD 26Q1-2900-gdf79404cd8, Yosys 0.63+post, stock flow scripts
make -C /OpenROAD-flow-scripts/flow DESIGN_CONFIG=/design/flow/config.mk WORK_HOME=/design/flow/orfs finish
--- flow/config.mk ---
export PLATFORM = sky130hd
export DESIGN_NAME = SLT
export DESIGN_NICKNAME = SLT
export VERILOG_FILES = /design/flow/design.v
export SDC_FILE = /design/flow/constraint.sdc
export NUM_CORES = 4
export LEC_CHECK = 1
export CORE_AREA = 10 10 70 70
export DIE_AREA = 0 0 80 80
--- flow/constraint.sdc ---
current_design SLT

set clk_period 5.6
set clk_io_pct 0.2

create_clock -name clk0 -period $clk_period

set non_clock_inputs [all_inputs -no_clocks]
set_input_delay [expr $clk_period * $clk_io_pct] -clock clk0 $non_clock_inputs
set_output_delay [expr $clk_period * $clk_io_pct] -clock clk0 [all_outputs]
--- flow/design.v ---
`timescale 1ns / 1ps
module Adder(
        input mA,
        input mB,
        input CIN,
        output Sum,
        output COUT
    );
    assign Sum = mA ^ mB ^ CIN;
    assign COUT = CIN & mA | CIN & mB | mA & mB;
endmodule
`timescale 1ns / 1ps
module RippleCarryAdder(
        input [23:0] A,
        input [23:0] B,
        input CIN,
        output [23:0]Sum,
        output COUT
    );
    wire [22:0] bartja;
 Adder a0(A[0], B[0], CIN, Sum[0], bartja[0]);
 Adder a1(A[1], B[1], bartja[0], Sum[1], bartja[1]);
 Adder a2(A[2], B[2], bartja[1], Sum[2], bartja[2]);
 Adder a3(A[3], B[3], bartja[2], Sum[3], bartja[3]);
 Adder a4(A[4], B[4], bartja[3], Sum[4], bartja[4]);
 Adder a5(A[5], B[5], bartja[4], Sum[5], bartja[5]);
 Adder a6(A[6], B[6], bartja[5], Sum[6], bartja[6]);
 Adder a7(A[7], B[7], bartja[6], Sum[7], bartja[7]);
 Adder a8(A[8], B[8], bartja[7], Sum[8], bartja[8]);
 Adder a9(A[9], B[9], bartja[8], Sum[9], bartja[9]);
 Adder a10(A[10], B[10], bartja[9], Sum[10], bartja[10]);
 Adder a11(A[11], B[11], bartja[10], Sum[11], bartja[11]);
 Adder a12(A[12], B[12], bartja[11], Sum[12], bartja[12]);
 Adder a13(A[13], B[13], bartja[12], Sum[13], bartja[13]);
 Adder a14(A[14], B[14], bartja[13], Sum[14], bartja[14]);
 Adder a15(A[15], B[15], bartja[14], Sum[15], bartja[15]);
 Adder a16(A[16], B[16], bartja[15], Sum[16], bartja[16]);
 Adder a17(A[17], B[17], bartja[16], Sum[17], bartja[17]);
 Adder a18(A[18], B[18], bartja[17], Sum[18], bartja[18]);
 Adder a19(A[19], B[19], bartja[18], Sum[19], bartja[19]);
 Adder a20(A[20], B[20], bartja[19], Sum[20], bartja[20]);
 Adder a21(A[21], B[21], bartja[20], Sum[21], bartja[21]);
 Adder a22(A[22], B[22], bartja[21], Sum[22], bartja[22]);
 Adder a23(A[23], B[23], bartja[22], Sum[23], COUT);   
endmodule
`timescale 1ns / 1ps
module SLT(
        input [23:0] mA,
        input [23:0] mB,
  		output [23:0] out
    );
    wire cout;
    wire [23:0] out1, out2, rez;
RippleCarryAdder m0(mA, ~mB, 1'b1, rez, cout );
 assign out = {23'b0, rez[23]};
 endmodule
==> results_slide.txt <==
Run Summary

Status
  – Status: finished clean

Worst setup path
  – Critical path's slowest cell: clkdlybuf4s50_1
  – CP required: 4480 ps
  – CP Cell Sequence: clkdlybuf4s50_1 -> nor2b_1 -> a221oi_1 -> o211ai_1 -> a311oi_1 -> nor3_1 -> maj3_2 -> xnor2_1 -> clkdlybuf4s50_1
  – Worst Path Arrival: 3490 ps
  – Crit path max-delay family: buffers and inverters
  – Max incr delay on CP: 480 ps
  – Worst path most repeated cell: clkdlybuf4s50_1
  – Critical path capture point type: output port
  – Buffers & Inverters on Critical Path: 2
  – CP Depth: 9
  – Critical path class: primary input to output port
  – Setup crit start kind: primary input
  – Worst Path Max Fanout: 2

Timing
  – RSZ-0062 raised after global routing: no
  – Fmax: 217 MHz
  – Post-Route Setup TNS: 0 ps
  – WHS: 3300 ps
  – Slew Viols, Final: 0
  – Hold Vio Cnt, Final: 0
  – Post-layout min period: 4610 ps
  – Period utilization: 82.4%
  – Final setup fails: 0
  – Worst Setup Slack, final: 987 ps

Synthesis
  – XOR Share, Synth: 2.75%
  – Distinct cells, synth: 30
  – YS chip area: 637 um2
  – Sequential fraction of the synthesis area: 0%
  – Instance tally after logic synthesis: 94
  – Synthesized area per cell: 6.78 um2
  – Mux share: 0%
  – # Cells Yosys: 94
  – And+or+nand+nor area frac: 24.6%
  – YS warnings: 0
  – Dominant combinational family: buffers and inverters
  – Post-synthesis compound-gate area fraction: 26.7%
  – Adder Share, Synth: 6.48%
  – Mapped Area: 637 um2

Placed design
  – GPL Wtd Cong: 0.742
  – Hpwl dp: 2.03 mm
  – DP Cell Count: 187
  – IO Port Bufs: 49
  – Cell Area, Placed: 1090 um2
  – DP Worst Slack: 912 ps

CTS
  – # hold bufs at CTS: 0
  – Post-CTS Setup Inserts: 0
  – PostCTS Resize Cnt: 0

Finish
  – Reg area: 0 um2
  – Most frequent logic cell in the layout: clkdlybuf4s50_1
  – FF+latch count: 0
  – P&R area growth vs syn: 70.7%
  – Logic area: 472 um2
  – Most frequent cells in the layout: clkdlybuf4s50_1 (49), conb_1 (23), inv_1 (18), nor2b_1 (7), nand2b_1 (6)
  – Final instance area: 1090 um2
  – CLK BUF: 0
  – Layout cells sized above 1: 4.26%
  – FILL cells: 371
  – Final Util: 31.8%
  – Final Non-Filler Cells: 187

Detailed routing
  – Vias: 706
  – ANT cells: 0
  – Via density: 3.78
  – DRT Pass-1 Iters: 4
  – Post-route DRC violation count: 0
  – DR iter-0 viols: 18
  – Drt wl/cell: 11.3 um
  – ANT nets after route: 0
  – Final WL: 2.11 mm

Floorplanning
  – Die X: 80 um
  – Die height: 80 um
  – Core Area: 3420 um2
  – Io pins: 72
  – Die area: 6400 um2
  – Fp util: 18.6%
  – Cell Rows: 21

Power and ir drop
  – Pwr Total: 0.0692 mW
  – LEAKAGE: 0.467 nW
  – P per Cell Area: 63.7 nW/um2
  – Peak VDD IR: 0.0114 mV

Job
  – Max-Cap Viols: 0
  – Tool warnings: 32

Global route
  – Initial antenna violation count: 0
  – Gr ovfl total: 0
  – Total track usage: 6.28%
  – Number of global-route vias before repair: 794
  – First-pass GRT wire length: 3.42 mm
  – Largest net degree at the start of global routing: 5

Min path
  – Hold Path Class: primary input to output port
  – Worst Hold Path Cells: 4
final timing paths:
check / startpoint / to / slack, ps
worst min-delay path: mA[23] / out[0] / 3300
worst max-delay path: mB[7] / out[0] / 990
cell families (layout without fill, tap and decap cells):
group | Yosys count | in the layout
buffers and inverters | 42 | 67
other | 1 | 23
AND-OR/OR-AND | 19 | 19
AND/OR/NAND/NOR | 26 | 26
adder cells (fa/ha/maj) | 4 | 4
XOR/XNOR | 2 | 2
synth_stat cells, drive strengths merged (2+ instances only):
library cell	count	area, um2
buf	24	180
inv	18	67.6
nor2b	7	43.8
nand2b	6	37.5
maj3	4	41.3
a222oi	3	30.0
nor3	3	15.0
o21ai	3	15.0
a311oi	2	23.8
and2b	2	17.5
nand2	2	7.51
nor2	2	7.51
o22ai	2	12.5
xnor2	2	17.5
power by group:
| part | internal (mW) | switching, mW |
|---|---|---|
| Clock | 0 | 0 |
| Combinational | 0.0472 | 0.0220 |
| Sequential | 0 | 0 |
| Total | 0.0472 | 0.0220 |
cell type report:
type	count	area share [%]
inverters	18	6.21
multi-input cells	74	43.4
well taps	46	5.29
repair buffers	49	45.1
layer usage:
metal  vias to the layer above  part of all wire (%)  global-route usage (%)
met2                        36                    50                    11.6
met4                         0                     0                       0
met5                         -                     0                       0
met1                       300                    41                    7.12
met3                         0                   9.1                    2.16
li1                        370                     -                       -
worst min-delay path: stages:
cell and delay, ps:
clkdlybuf4s50_1 420, xnor2_1 170, xnor2_1 70, clkdlybuf4s50_1 400
No activity file was given, so power comes from the tool's default toggle rates.
